==> design.v <==
module regfile(
    input wire clk,
    input wire we,
    input wire [4:0] srcreg1_num,
    input wire [4:0] srcreg2_num,
    input wire [4:0] dstreg_num,
    input wire [31:0] dstreg_value,
    output wire [31:0] srcreg1_value,
    output wire [31:0] srcreg2_value
);
    reg [31:0] regfile [0:31];
    always @(posedge clk) begin
        if (we) regfile[dstreg_num] <= dstreg_value;
        regfile[0] = 32'd0;
    end
    assign srcreg1_value = (srcreg1_num == 5'd0) ? 32'd0 : regfile[srcreg1_num];
    assign srcreg2_value = (srcreg2_num == 5'd0) ? 32'd0 : regfile[srcreg2_num];
endmodule
==> run.sh <==
#!/bin/bash
# OpenROAD 26Q1-2900-gdf79404cd8, Yosys 0.63+post, stock flow scripts
make -C /OpenROAD-flow-scripts/flow DESIGN_CONFIG=/design/flow/config.mk WORK_HOME=/design/flow/orfs finish
==> config.mk <==
export PLATFORM = sky130hd
export DESIGN_NAME = regfile
export DESIGN_NICKNAME = regfile
export VERILOG_FILES = /design/flow/design.v
export SDC_FILE = /design/flow/constraint.sdc
export NUM_CORES = 4
export LEC_CHECK = 1
export CORE_UTILIZATION = 50
==> constraint.sdc <==
current_design regfile

set clk_period 8.7
set clk_io_pct 0.2

create_clock -name clk0 -period $clk_period [get_ports {clk}]

set non_clock_inputs [all_inputs -no_clocks]
set_input_delay [expr $clk_period * $clk_io_pct] -clock clk0 $non_clock_inputs
set_output_delay [expr $clk_period * $clk_io_pct] -clock clk0 [all_outputs]
==> results.toml <==
# implementation run metrics
[outcome]
status = "finished, final reports clean"

[route]
postRouteAntennaNets = 0
vias = 27100
met2WireLength_um = 67000
top_layer = "met5"
via_per_inst = 6.71
wl_per_cell_um = 35.7
drt_iter0_markers = 1817
wl_met3_um = 26800
postRouteWirelength_um = 144000
drtPass1Iterations = 7
drc = 0
drt-met1-wl_um = 43300

[final_timing]
slew_headroom_pct = 26.0
period_used_pct = 77.8
rsz0062_at_grt = "no"
timing.final.ws_setup_ns = 1.94
slew_viol_final = 0
layout_min_cycle_time_ns = 6.76
tns_ns = 0
fmax_ghz = 0.148
hold_viol = 0
whs_ns = 1.73
finalSetupViolCount = 0
worst_pin_slew_ns = 1.11

[clocking]
post-cts-setup-buffer-count = 0
cts_root_buf = "clkbuf_16"
cts_sinks = 992
cts-htree-levels = 3
cts_resized = 0
cts_tree = "done"
cts_hold_buf = 0
cts_buffers = 106
path_clk_slew_ns = 0.05
clk_path_buf_depth = 3

[layout]
synthToLayoutAreaGrowth_pct = 13.7
utilization_pct = 57.6
largest-register = "regfile"
finalInstanceArea_um2 = 53000
fin_cells = 4047
top_regs = "regfile (992)"
largest_reg_flops = 992
drive_gt1_share_pct = 27.7

[floorplan]
top_level_ports = 113
die-height_um = 307
fp_util_pct = 50.6
dieArea_um2 = 94500
num_rows = 111
core-area_um2 = 92100
fp.dieW_um = 307

[pwr]
p_leak_nw = 17.1
peakVddDrop_mv = 0.171
finalPower_mw = 11.0
p_per_area_nw_per_um2 = 207

[placed_design]
port_buffers = 112
placed_cells = 3850
place_area_um2 = 49400
gp_congestion = 0.908
place_hpwl_um = 82800
dp_slack_ns = 1.99

[yosys]
top_cell_area_share_pct = 63.9
ys_seq_elements = 992
synthCells = 2581
synth_cell_types = 43
yosysWarnings = 1
postSynthAreaPerCell_um2 = 18.1
ys_async_sr_fraction_pct = 0
synthFlopType = "edfxtp_1"
synth.cell_area_um2 = 46600
common_cells = "edfxtp_1, mux4_2, nand2_1"
ys_cells = 2581
top_area_cell = "edfxtp_1"
yosysSeqAreaShare_pct = 63.9
edf_count = 992
top_cells_by_area = "edfxtp_1, mux4_2, mux2i_1"
ys_chip_area_um2 = 46600
most_common_cell = "edfxtp_1"

[global_route]
grt_pass1_wl_um = 209000
groute.usage.overall_pct = 35.4
first_global_vias = 30400
grt-ovfl-total = 0
grt_max_degree = 101
antenna_found_initial = 6

[hold_path]
hold_path.class = "in2reg"

[critical_path]
path_max_fanout = 33
arrival_ns = 5.02
worstSetupPathType = "in2out"
cp.required_ns = 6.96
start_kind = "primary input"
end_kind = "output port"

[flow_run]
tool_warnings = 28
cap_violations = 0
-- metal layers --
layer  global-route usage, %  up-vias
met2                    49.6     2071
met1                    42.5    13600
met5                    2.12        -
met3                    28.4      381
met4                    12.6       14
li1                        -    11100
-- worst paths after layout --
check / start / end / slack (ns) / depth (start not counted)
setup / recovery: srcreg1_num[0] / srcreg1_value[3] / 1.94 / 9
hold / removal: dstreg_value[8] / regfile[26][8] / 1.73 / 1
-- cell type report --
class	count	area, um^2
Antenna cell	3	7.51
Clock buffer	126	2790
Clock inverter	68	790
Fill cell	6655	39100
Inverter	8	32.5
Multi-Input combinational cell	1374	15900
Sequential cell	992	29800
Tap cell	1243	1560
Timing Repair Buffer	233	2130
-- power breakdown --
part	internal [mW]	switching (mW)	total (mW)	leakage [nW]
Combinational	0.410	0.567	0.977	6.39
Sequential	5.32	0.0227	5.34	8.94
Clock	2.78	1.87	4.65	1.75
Total	8.51	2.46	11.0	17.1
-- cells by family (layout without fill, tap and decap cells) --
group	after synthesis	after routing	share of synthesized area [%]
AOI/OAI and AO/OA	333	333	4.54
buffers and inverters	215	435	2.58
DFF	992	992	63.9
muxes	612	612	25.0
other	0	3	0
and+or+nand+nor	429	429	4.02
-- worst max-delay path, stage by stage --
cell and delay, ns:
buf_8 0.22, buf_4 0.59, buf_4 0.49, mux4_2 0.31, nor2b_1 0.05, nor3_1 0.31
a21oi_1 0.06, o21ai_0 0.59, clkdlybuf4s50_1 0.60
-- cells in the final DEF, fill, tap and decap left out, drive strengths merged --
| cell type | count |
|---|---|
| nand2 | 220 |
| clkinv | 52 |
| clkdlybuf4s50 | 102 |
| nand3b | 8 |
| a32oi | 1 |
| inv | 3 |
| mux2 | 62 |
| o22ai | 2 |
| mux2i | 127 |
| a41oi | 3 |
| nand3 | 37 |
| o21ai | 57 |
| and3 | 1 |
| buf | 131 |
| a22oi | 26 |
| a2111oi | 3 |
| nor4 | 1 |
| clkbuf | 126 |
| nor3 | 34 |
| bufinv | 17 |
| o211ai | 32 |
| nor2b | 41 |
| a311oi | 2 |
| a211oi | 1 |
| o221ai | 23 |
| edfxtp | 992 |
| or3b | 3 |
| nor2 | 77 |
| diode | 3 |
| or3 | 1 |
| a21oi | 141 |
| mux4 | 423 |
| clkinvlp | 4 |
| a221oi | 33 |
| nand2b | 5 |
| and2 | 1 |
| o32ai | 2 |
| o2bb2ai | 7 |
Power is estimated from default activity; no workload was simulated.
