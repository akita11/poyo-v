--- flow/design.v ---
module decoder(
    input  wire [31:0] insn,
    output wire [4:0] srcreg1_num,
    output wire [4:0] srcreg2_num,
    output wire [4:0] dstreg_num,
    output wire [31:0] imm,
    output reg [5:0] alucode,
    output reg [1:0] aluop1_type,
    output reg [1:0] aluop2_type,
    output reg reg_we,
    output reg is_load,
    output reg is_store
);
    wire [25:0] addr;
    wire [6:0] opcode;
    wire [2:0] funct3;
    wire [4:0] funct5;
    wire [4:0] rd;
    reg [2:0] op_type;
    reg dst_type;
    assign opcode = insn[6:0];
    assign funct3 = insn[14:12];
    assign funct5 = insn[31:27];
    assign rd = insn[11:7];
    assign srcreg1_num = (op_type == 3'd1 || op_type == 3'd2) ? 5'd0 : insn[19:15];
    assign srcreg2_num = (op_type == 3'd1 || op_type == 3'd2 || op_type == 3'd3) ? 5'd0 : insn[24:20];
    assign dstreg_num = (dst_type == 1'd1) ? rd : 5'd0;
    assign imm = (op_type == 3'd1) ? {insn[31:12], {12'd0}} :
                 (op_type == 3'd2) ? {{11{insn[31]}}, insn[31], insn[19:12], insn[20], insn[30:21], {1'd0}} :
                 (op_type == 3'd3) ? {{20{insn[31]}}, insn[31:20]} :
                 (op_type == 3'd4) ? {{19{insn[31]}}, insn[31], insn[7], insn[30:25], insn[11:8], {1'd0}} :
                 (op_type == 3'd5) ? {{20{insn[31]}}, insn[31:25], insn[11:7]} : 32'd0;
    always @(*) begin
        case(opcode)
            7'b0110111: begin
                alucode  =  6'd0;
                reg_we   =  1'b1;
                is_load  =  1'b0;
                is_store =  1'b0;
                aluop1_type = 2'd0;
                aluop2_type = 2'd2;
                op_type  =  3'd1;
                dst_type =  1'd1;
            end
            7'b0010111: begin
                alucode  =  6'd17;
                reg_we   =  1'b1;
                is_load  =  1'b0;
                is_store =  1'b0;
                aluop1_type = 2'd2;
                aluop2_type = 2'd3;
                op_type  =  3'd1;
                dst_type =  1'd1;
            end
            7'b1101111: begin
                alucode  =  6'd1;
                is_load  =  1'b0;
                is_store =  1'b0;
                aluop1_type = 2'd0;
                aluop2_type = 2'd3;
                op_type  =  3'd2;
                dst_type =  1'd1;
                case(dstreg_num)
                    5'b00000: begin
                        reg_we = 1'b0;
                    end
                    default: begin
                        reg_we = 1'b1;
                    end
                endcase
            end
            7'b1100111: begin
                alucode  =  6'd2;
                reg_we   =  1'b1;
                is_load  =  1'b0;
                is_store =  1'b0;
                aluop1_type = 2'd1;
                aluop2_type = 2'd3;
                op_type  =  3'd3;
                dst_type =  1'd1;
                case(dstreg_num)
                    5'b00000: begin
                        reg_we = 1'b0;
                    end
                    default: begin
                        reg_we = 1'b1;
                    end
                endcase
            end
            7'b1100011: begin                          
                case(funct3)
                    3'b000: begin   
                        alucode  =  6'd3;
                        reg_we   =  1'b0;
                        is_load  =  1'b0;
                        is_store =  1'b0;
                        aluop1_type = 2'd1;
                        aluop2_type = 2'd1;
                        op_type  =  3'd4;
                        dst_type =  1'd0;
                    end
                    3'b001: begin   
                        alucode  =  6'd4;
                        reg_we   =  1'b0;
                        is_load  =  1'b0;
                        is_store =  1'b0;
                        aluop1_type = 2'd1;
                        aluop2_type = 2'd1;
                        op_type  =  3'd4;
                        dst_type =  1'd0;
                    end
                    3'b100: begin   
                        alucode  =  6'd5;
                        reg_we   =  1'b0;
                        is_load  =  1'b0;
                        is_store =  1'b0;
                        aluop1_type = 2'd1;
                        aluop2_type = 2'd1;
                        op_type  =  3'd4;
                        dst_type =  1'd0;
                    end
                    3'b101: begin   
                        alucode  =  6'd6;
                        reg_we   =  1'b0;
                        is_load  =  1'b0;
                        is_store =  1'b0;
                        aluop1_type = 2'd1;
                        aluop2_type = 2'd1;
                        op_type  =  3'd4;
                        dst_type =  1'd0;
                    end
                    3'b110: begin   
                        alucode  =  6'd7;
                        reg_we   =  1'b0;
                        is_load  =  1'b0;
                        is_store =  1'b0;
                        aluop1_type = 2'd1;
                        aluop2_type = 2'd1;
                        op_type  =  3'd4;
                        dst_type =  1'd0;
                    end
                    3'b111: begin   
                        alucode  =  6'd8;
                        reg_we   =  1'b0;
                        is_load  =  1'b0;
                        is_store =  1'b0;
                        aluop1_type = 2'd1;
                        aluop2_type = 2'd1;
                        op_type  =  3'd4;
                        dst_type =  1'd0;
                    end
                    default: begin
                        alucode  =  6'd63;
                        reg_we   =  1'b0;
                        is_load  =  1'b0;
                        is_store =  1'b0;
                        aluop1_type =  2'd0;
                        aluop2_type =  2'd0;
                        op_type  =  3'd0;
                        dst_type =  1'd0;
                    end
                endcase
            end
            7'b0000011: begin                          
                case(funct3)
                    3'b000: begin   
                        alucode  =  6'd9;
                        reg_we   =  1'b1;
                        is_load  =  1'b1;
                        is_store =  1'b0;
                        aluop1_type = 2'd1;
                        aluop2_type = 2'd2;
                        op_type  =  3'd3;
                        dst_type =  1'd1;
                    end
                    3'b001: begin   
                        alucode  =  6'd10;
                        reg_we   =  1'b1;
                        is_load  =  1'b1;
                        is_store =  1'b0;
                        aluop1_type = 2'd1;
                        aluop2_type = 2'd2;
                        op_type  =  3'd3;
                        dst_type =  1'd1;
                    end
                    3'b010: begin   
                        alucode  =  6'd11;
                        reg_we   =  1'b1;
                        is_load  =  1'b1;
                        is_store =  1'b0;
                        aluop1_type = 2'd1;
                        aluop2_type = 2'd2;
                        op_type  =  3'd3;
                        dst_type =  1'd1;
                    end
                    3'b100: begin   
                        alucode  =  6'd12;
                        reg_we   =  1'b1;
                        is_load  =  1'b1;
                        is_store =  1'b0;
                        aluop1_type = 2'd1;
                        aluop2_type = 2'd2;
                        op_type  =  3'd3;
                        dst_type =  1'd1;
                    end
                    3'b101: begin   
                        alucode  =  6'd13;
                        reg_we   =  1'b1;
                        is_load  =  1'b1;
                        is_store =  1'b0;
                        aluop1_type = 2'd1;
                        aluop2_type = 2'd2;
                        op_type  =  3'd3;
                        dst_type =  1'd1;
                    end
                    default: begin
                        alucode  =  6'd63;
                        reg_we   =  1'b0;
                        is_load  =  1'b0;
                        is_store =  1'b0;
                        aluop1_type =  2'd0;
                        aluop2_type =  2'd0;
                        op_type  =  3'd0;
                        dst_type =  1'd0;
                    end
                endcase
            end
            7'b0100011: begin                          
                case(funct3)
                    3'b000: begin   
                        alucode  =  6'd14;
                        reg_we   =  1'b0;
                        is_load  =  1'b0;
                        is_store =  1'b1;
                        aluop1_type = 2'd1;
                        aluop2_type = 2'd2;
                        op_type  =  3'd5;
                        dst_type =  1'd0;
                    end
                    3'b001: begin   
                        alucode  =  6'd15;
                        reg_we   =  1'b0;
                        is_load  =  1'b0;
                        is_store =  1'b1;
                        aluop1_type = 2'd1;
                        aluop2_type = 2'd2;
                        op_type  =  3'd5;
                        dst_type =  1'd0;
                    end
                    3'b010: begin   
                        alucode  =  6'd16;
                        reg_we   =  1'b0;
                        is_load  =  1'b0;
                        is_store =  1'b1;
                        aluop1_type = 2'd1;
                        aluop2_type = 2'd2;
                        op_type  =  3'd5;
                        dst_type =  1'd0;
                    end
                    default: begin
                        alucode  =  6'd63;
                        reg_we   =  1'b0;
                        is_load  =  1'b0;
                        is_store =  1'b0;
                        aluop1_type =  2'd0;
                        aluop2_type =  2'd0;
                        op_type  =  3'd0;
                        dst_type =  1'd0;
                    end
                endcase
            end                             
            7'b0010011: begin                          
                case(funct3)
                    3'b000: begin   
                        alucode  =  6'd17;
                        reg_we   =  1'b1;
                        is_load  =  1'b0;
                        is_store =  1'b0;
                        aluop1_type = 2'd1;
                        aluop2_type = 2'd2;
                        op_type  =  3'd3;
                        dst_type =  1'd1;
                    end
                    3'b010: begin   
                        alucode  =  6'd19;
                        reg_we   =  1'b1;
                        is_load  =  1'b0;
                        is_store =  1'b0;
                        aluop1_type = 2'd1;
                        aluop2_type = 2'd2;
                        op_type  =  3'd3;
                        dst_type =  1'd1;
                    end
                    3'b011: begin   
                        alucode  =  6'd20;
                        reg_we   =  1'b1;
                        is_load  =  1'b0;
                        is_store =  1'b0;
                        aluop1_type = 2'd1;
                        aluop2_type = 2'd2;
                        op_type  =  3'd3;
                        dst_type =  1'd1;
                    end
                    3'b100: begin   
                        alucode  =  6'd21;
                        reg_we   =  1'b1;
                        is_load  =  1'b0;
                        is_store =  1'b0;
                        aluop1_type = 2'd1;
                        aluop2_type = 2'd2;
                        op_type  =  3'd3;
                        dst_type =  1'd1;
                    end
                    3'b110: begin   
                        alucode  =  6'd22;
                        reg_we   =  1'b1;
                        is_load  =  1'b0;
                        is_store =  1'b0;
                        aluop1_type = 2'd1;
                        aluop2_type = 2'd2;
                        op_type  =  3'd3;
                        dst_type =  1'd1;
                    end
                    3'b111: begin   
                        alucode  =  6'd23;
                        reg_we   =  1'b1;
                        is_load  =  1'b0;
                        is_store =  1'b0;
                        aluop1_type = 2'd1;
                        aluop2_type = 2'd2;
                        op_type  =  3'd3;
                        dst_type =  1'd1;
                    end
                    3'b001: begin   
                        alucode  =  6'd24;
                        reg_we   =  1'b1;
                        is_load  =  1'b0;
                        is_store =  1'b0;
                        aluop1_type = 2'd1;
                        aluop2_type = 2'd2;
                        op_type  =  3'd3;
                        dst_type =  1'd1;
                    end
                    3'b101: begin
                        case(funct5[3])
                            1'b0: begin   
                                alucode  =  6'd25;
                                reg_we   =  1'b1;
                                is_load  =  1'b0;
                                is_store =  1'b0;
                                aluop1_type = 2'd1;
                                aluop2_type = 2'd2;
                                op_type  =  3'd3;
                                dst_type =  1'd1;
                            end
                            1'b1: begin   
                                alucode  =  6'd26;
                                reg_we   =  1'b1;
                                is_load  =  1'b0;
                                is_store =  1'b0;
                                aluop1_type = 2'd1;
                                aluop2_type = 2'd2;
                                op_type  =  3'd3;
                                dst_type =  1'd1;
                            end
                        endcase
                    end
                endcase
            end
            7'b0110011: begin                          
                case(funct3)
                    3'b000: begin
                        case(funct5[3])
                            1'b0: begin   
                                alucode  =  6'd17;
                                reg_we   =  1'b1;
                                is_load  =  1'b0;
                                is_store =  1'b0;
                                aluop1_type = 2'd1;
                                aluop2_type = 2'd1;
                                op_type  =  3'd6;
                                dst_type =  1'd1;
                            end
                            1'b1: begin   
                                alucode  =  6'd18;
                                reg_we   =  1'b1;
                                is_load  =  1'b0;
                                is_store =  1'b0;
                                aluop1_type = 2'd1;
                                aluop2_type = 2'd1;
                                op_type  =  3'd6;
                                dst_type =  1'd1;
                            end
                        endcase
                    end
                    3'b001: begin   
                        alucode  =  6'd24;
                        reg_we   =  1'b1;
                        is_load  =  1'b0;
                        is_store =  1'b0;
                        aluop1_type = 2'd1;
                        aluop2_type = 2'd1;
                        op_type  =  3'd6;
                        dst_type =  1'd1;
                    end
                    3'b010: begin   
                        alucode  =  6'd19;
                        reg_we   =  1'b1;
                        is_load  =  1'b0;
                        is_store =  1'b0;
                        aluop1_type = 2'd1;
                        aluop2_type = 2'd1;
                        op_type  =  3'd6;
                        dst_type =  1'd1;
                    end                                
                    3'b011: begin   
                        alucode  =  6'd20;
                        reg_we   =  1'b1;
                        is_load  =  1'b0;
                        is_store =  1'b0;
                        aluop1_type = 2'd1;
                        aluop2_type = 2'd1;
                        op_type  =  3'd6;
                        dst_type =  1'd1;
                    end
                    3'b100: begin   
                        alucode  =  6'd21;
                        reg_we   =  1'b1;
                        is_load  =  1'b0;
                        is_store =  1'b0;
                        aluop1_type = 2'd1;
                        aluop2_type = 2'd1;
                        op_type  =  3'd6;
                        dst_type =  1'd1;
                    end
                    3'b101: begin
                        case(funct5[3])
                            1'b0: begin   
                                alucode  =  6'd25;
                                reg_we   =  1'b1;
                                is_load  =  1'b0;
                                is_store =  1'b0;
                                aluop1_type = 2'd1;
                                aluop2_type = 2'd1;
                                op_type  =  3'd6;
                                dst_type =  1'd1;
                            end
                            1'b1: begin   
                                alucode  =  6'd26;
                                reg_we   =  1'b1;
                                is_load  =  1'b0;
                                is_store =  1'b0;
                                aluop1_type = 2'd1;
                                aluop2_type = 2'd1;
                                op_type  =  3'd6;
                                dst_type =  1'd1;
                            end
                        endcase
                    end
                    3'b110: begin   
                        alucode  =  6'd22;
                        reg_we   =  1'b1;
                        is_load  =  1'b0;
                        is_store =  1'b0;
                        aluop1_type = 2'd1;
                        aluop2_type = 2'd1;
                        op_type  =  3'd6;
                        dst_type =  1'd1;
                    end
                    3'b111: begin   
                        alucode  =  6'd23;
                        reg_we   =  1'b1;
                        is_load  =  1'b0;
                        is_store =  1'b0;
                        aluop1_type = 2'd1;
                        aluop2_type = 2'd1;
                        op_type  =  3'd6;
                        dst_type =  1'd1;
                    end
                endcase
            end
            default: begin
                alucode  =  6'd63;
                reg_we   =  1'b0;
                is_load  =  1'b0;
                is_store =  1'b0;
                aluop1_type =  2'd0;
                aluop2_type =  2'd0;
                op_type  =  3'd0;
                dst_type =  1'd0;
            end
        endcase
    end
endmodule
--- flow/run.sh ---
#!/bin/bash
# OpenROAD 26Q1-2900-gdf79404cd8, Yosys 0.63+post, stock flow scripts
make -C /OpenROAD-flow-scripts/flow DESIGN_CONFIG=/design/flow/config.mk WORK_HOME=/design/flow/orfs finish
--- flow/config.mk ---
export PLATFORM = sky130hd
export DESIGN_NAME = decoder
export DESIGN_NICKNAME = decoder
export VERILOG_FILES = /design/flow/design.v
export SDC_FILE = /design/flow/constraint.sdc
export NUM_CORES = 4
export LEC_CHECK = 1
export CORE_AREA = 10 10 105 105
export DIE_AREA = 0 0 115 115
--- flow/constraint.sdc ---
current_design decoder

set clk_period 5.0
set clk_io_pct 0.2

create_clock -name clk0 -period $clk_period

set non_clock_inputs [all_inputs -no_clocks]
set_input_delay [expr $clk_period * $clk_io_pct] -clock clk0 $non_clock_inputs
set_output_delay [expr $clk_period * $clk_io_pct] -clock clk0 [all_outputs]
==> impl_metrics.toml <==
# flow metrics
[sta]
rsz0062_at_grt = "false"
slew_headroom_pct = 58.1
timing.final.ws_setup_ns = 0.461
hold_viol = 0
setup_viol = 0
clock.fmax_ghz = 0.220
finalClockPeriodUsage_pct = 90.8
worst_slew_pin_slew_ns = 0.624
drv_slew = 0
period_minus_slack_ns = 4.54
tns_ns = 0

[setup_path]
crit_fanout = 12
cp-start-kind = "primary input"
critical_path_class = "primary input to output pin"
cp-end-kind = "output pin"
cp.required_ns = 4.00
cp.arrival_ns = 3.54

[power_and_ir_drop]
powerDensity_nw_per_um2 = 51.3
ir_drop_mv = 0.0200
p_leak_nw = 0.947

[routing]
drtPass1Iterations = 4
routed_via_density = 4.56
n_antenna_cell = 0
drt_wl_total_mm = 5.92
antenna_left = 0
vias = 1684
wl_per_cell_um = 16.0
drcViolationCount = 0
drtIter0Drc = 122

[status]
outcome = "finished, final reports clean"

[logic_synthesis]
top_cell_area_share_pct = 11.8
yosys-top-cells-count = "a21o_1, a21oi_1, nor2_1, and2_1, and3_1"
synth.most_common_cell = "a21o_1"
ys_seq_share_pct = 0
area_leaders = "a21o_1, and2_1, a21oi_1"
syn-cell-area_sq_um = 1210
synth_cell_type_count = 58
ys_area_sq_um = 1210
avgSynthCellArea_sq_um = 6.68
top_area_cell = "a21o_1"
synth_cells = 181
ys_cells = 181
yosysWarningCount = 1

[worst_hold_path]
hold_path_class = "primary input to output pin"

[floorplanning]
die_w_um = 115
fp_util_pct = 13.8
io_pins = 92
die_h_um = 115
dieArea_sq_um = 13200
fp.coreArea_sq_um = 8760
fp-row-count = 34

[global_routing]
grt_overflow = 0
antenna_found_initial = 0
grt_pass1_vias = 1677
grt_usage_pct = 8.47
grt_first_pass_wirelength_mm = 9.30
grt_start_max_net_pins = 17

[placed_design]
gp_congestion = 0.901
portBuffers = 92
dp_hpwl_mm = 5.00
preCtsSetupSlack_ns = 0.465

[finish]
seq_cells = 0
num-clock-buffers = 0
drive_above_1_share_pct = 6.90
syn2layout_area_growth_pct = 81.5
seqCellArea_sq_um = 0

[clock_network]
cts_setup_buffers = 0
cts_resized = 0
ctsHoldBuffers = 0

[job]
tool_warnings = 32
drv_cap = 0
[cell type report]
class	count	area, sq um
Inverter	5	18.8
Tap cell	108	135
Timing Repair Buffer	98	966
Multi-Input combinational cell	158	1080
Fill cell	949	6570
[stage by stage]
stage	hold slack, ns	area [sq um]	power (mW)	std cells	utilization, %
global route	3.00	2200	0.124	369	25.1
floorplan	2.06	1210	0.0456	181	-
global placement	2.97	2200	0.113	369	25.1
finish	2.95	2200	0.113	369	25.1
CTS	2.96	2200	0.113	369	25.1
detailed placement	2.96	2200	0.113	369	25.1
[final timing paths]
check	startpoint	to	slack (ns)	cells after the start
setup / recovery	insn[6]	imm[29]	0.46	7
hold / removal	insn[25]	imm[5]	2.95	3
[metal layers]
metal  GRT usage, %  vias to the layer above  wire (um)
met5              0                        -          0
met4          0.330                        0         14
li1               -                      847          -
met1           11.0                      753       2410
met2           13.9                       82       2770
met3           2.90                        2        716
[cells by family (layout without fill, tap and decap cells)]
kind of cell    count (synthesis)  after routing  synth area share, %
xor+xnor                        1              1                0.724
simple gates                   83             83                 41.3
fa+ha+maj                       1              1                0.827
buf+inv                        23            103                 11.1
compound gates                 72             72                 45.3
mux                             1              1                0.827
[cell usage in the layout (no fill, tap or decap), types with 3 or more instances in the layout]
cell and count:
a21boi_0 3, a21o_1 19, a21oi_1 14, a22o_1 4, and2_1 13, and3_1 11
buf_4 6, clkdlybuf4s50_1 92, inv_1 5, nand2_1 9, nand2b_1 4, nand3_1 3
nand3b_1 3, nor2_1 14, nor3_1 6, nor4_1 4, o21ai_0 7
[report_power, final]
group          total (mW)  internal [mW]  switching [mW]
clock                   0              0               0
sequential              0              0               0
combinational       0.113         0.0651          0.0475
total               0.113         0.0651          0.0475
[critical path, stage by stage]
cell             delay (ns)
clkdlybuf4s50_1        0.57
nand2b_1               0.32
or3_1                  0.48
o211a_4                0.23
a21oi_4                0.32
a21o_1                 0.13
clkdlybuf4s50_1        0.48
Power and IR drop assume default switching activity.
