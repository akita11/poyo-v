==> /design/flow/design.v <==
module alu(
    input wire [5:0] alucode,
    input wire [31:0] op1,
    input wire [31:0] op2,
    output reg [31:0] alu_result,
    output reg br_taken
);
    wire signed [31:0] signed_op1;
    wire signed [31:0] signed_op2;
    reg signed [31:0] signed_alu_result;
    assign signed_op1 = op1;
    assign signed_op2 = op2;
    always @* begin
        case(alucode)
            6'd0: begin
                alu_result = op2;
                br_taken = 1'b0;
            end
            6'd1, 6'd2: begin
                alu_result = op2 + 32'd4;
                br_taken = 1'b1;
            end
            6'd3: begin
                alu_result = 32'd0;
                br_taken = (op1 == op2);
            end
            6'd4: begin
                alu_result = 32'd0;
                br_taken = (op1 != op2);
            end
            6'd5: begin
                alu_result = 32'd0;
                br_taken = (signed_op1 < signed_op2);
            end
            6'd6: begin
                alu_result = 32'd0;
                br_taken = (signed_op1 >= signed_op2);
            end
            6'd7: begin
                alu_result = 32'd0;
                br_taken = (op1 < op2);
            end
            6'd8: begin
                alu_result = 32'd0;
                br_taken = (op1 >= op2);
            end
            6'd9, 6'd10, 6'd11, 6'd12, 6'd13, 6'd14, 6'd15, 6'd16: begin
                alu_result = op1 + op2;
                br_taken = 1'b0;
            end
            6'd17: begin
                alu_result = op1 + op2;
                br_taken = 1'b0;
            end
            6'd18: begin
                alu_result = op1 - op2;
                br_taken = 1'b0;
            end 
            6'd19: begin
                alu_result = (signed_op1 < signed_op2) ? 32'd1 : 32'd0;
                br_taken = 1'b0;
            end
            6'd20: begin
                alu_result = (op1 < op2) ? 32'd1 : 32'd0;
                br_taken = 1'b0;
            end
            6'd21: begin
                alu_result = op1 ^ op2;
                br_taken = 1'b0;
            end
            6'd22: begin
                alu_result = op1 | op2;
                br_taken = 1'b0;
            end
            6'd23: begin
                alu_result = op1 & op2;
                br_taken = 1'b0;
            end
            6'd24: begin
                alu_result = op1 << op2[4:0];
                br_taken = 1'b0;
            end
            6'd25: begin
                alu_result = op1 >> op2[4:0];
                br_taken = 1'b0;
            end
            6'd26: begin
                signed_alu_result = signed_op1 >>> signed_op2[4:0];
                alu_result = signed_alu_result;
                br_taken = 1'b0;
            end
            default: begin
                alu_result = 32'd0;
                br_taken = 1'b0;
            end
        endcase
    end
endmodule
==> /design/flow/run.sh <==
#!/bin/bash
# OpenROAD 26Q1-2900-gdf79404cd8, Yosys 0.63+post, stock flow scripts
make -C /OpenROAD-flow-scripts/flow DESIGN_CONFIG=/design/flow/config.mk WORK_HOME=/design/flow/orfs finish
==> /design/flow/config.mk <==
export PLATFORM = sky130hd
export DESIGN_NAME = alu
export DESIGN_NICKNAME = alu
export VERILOG_FILES = /design/flow/design.v
export SDC_FILE = /design/flow/constraint.sdc
export NUM_CORES = 4
export LEC_CHECK = 1
export CORE_UTILIZATION = 30
==> /design/flow/constraint.sdc <==
current_design alu

set clk_period 17.1
set clk_io_pct 0.2

create_clock -name clk0 -period $clk_period

set non_clock_inputs [all_inputs -no_clocks]
set_input_delay [expr $clk_period * $clk_io_pct] -clock clk0 $non_clock_inputs
set_output_delay [expr $clk_period * $clk_io_pct] -clock clk0 [all_outputs]
==> reports/results.ini <==
[worst_setup_path]
critical_path_arrival_ns=8.21
start_kind=input pin
critPathMaxFanout=32
cp-startpoint=op2[3]
crit_chain=buf_2 -> inv_1 -> ha_1 -> a21o_1 -> a31o_2 -> and4_1 -> o211ai_1 -> a2111oi_1 -> buf_4 -> o21ai_1 -> a21oi_1 -> or4_1 -> a22oi_1 -> clkdlybuf4s50_1
max_stage_delay_ns=0.63
critPathSlowestCell=inv_1
crit_type=in2out
cp.required_ns=13.68
cp-end-kind=primary output

[logic_synthesis]
yosys.area_share.simple_pct=20.7
adder_share_pct=13.5
synth_chip_area_um2=9880
ys_sh_aoi_pct=39.5
synth_seq_share_pct=0
avgSynthCellArea_um2=6.90
yosysMostFrequentCell=nand2_1
synthXorXnorAreaFrac_pct=2.04
yosys_cells=1432
muxShareOfSynthArea_pct=14.8
common_cells=nand2_1, nor2_1, a21oi_1, o21ai_0, ha_1
netlist_logic_family_top=AND-OR/OR-AND gates
syn_inst=1432
netlist.area_leader.share_pct=13.0
topCellsByArea=ha_1, mux4_2, a21oi_1, nand2_1, o21ai_0
top_area_cell=ha_1
synth_warnings=1
synth_cell_type_count=95
syn_area_um2=9880

[final_timing]
slew_violations=0
finalSetupTns_ns=0
hold_viol=0
tightest_slew_ns=0.957
finalSetupViolations=0
min_period_over_period_pct=68.0
slew_headroom_pct=36.1
rsz0062_at_grt=false
clock.fmax_mhz=86.0
fin_hold_ws_ns=7.92
period_needed_ns=11.63

[drt]
drt_iter0_drc=1521
dr_total_vias=12159
drt_first_pass_iters=6
avgViaCountPerCell=6.42
final_antenna_net_count=0
antenna-diode-count=0
totalWireLength_um=50900
avgRoutedWirePerCell_um=26.9
drcViolationCount=0

[clock_network]
cts_hold_buffers=0
ctsResizeCount=0
cts_setup_buffers=0

[placed_design]
numPortBuffers=103
gp_congestion=1.05
dpl.hpwl_um=39500

[hold_path]
min_path_type=in2out
min-delay-start=op2[1]

[grt]
gr-usage-all-layers_pct=30.5
grt_pass1_wl_um=75300
antenna_found_initial=1
grt_pass1_vias=11440
grt_max_degree=61
overflow=0

[pwr]
peakVddDrop_v=0.0000127
power_density_nw_per_um2=30.9
power_leakage_nw=4.34

[floorplanning]
chipArea_um2=33700
die_width_um=183
row_count=66
ios=103
core_um2=32500
initial_core_util_pct=30.4
fp.dieH_um=183

[flow_run]
warnings=102
maxCapViolCount=0

[run_status]
outcome=completed

[cells_and_area]
clkbuf_count=0
drive_above_1_share_pct=9.30
seq_area_um2=0
nFlopsAndLatches=0
area.growth.synth_to_final_pct=12.2

-- critical path: cells and delay by family --
family,cells,cell delay [ns]
buffers and inverters,4,1.81
adder cells (fa/ha/maj),1,0.63
AND-OR/OR-AND,7,1.60
AND/OR/NAND/NOR,2,0.73
-- through the flow --
step                cells  utilization, %  area, um2  worst slack (ns)  total power, W
CTS                  1893            34.1      11100              5.60        0.000335
global placement     1893            34.1      11100              5.60        0.000335
global route         1893            34.1      11100              5.38        0.000367
finish               1893            34.1      11100              5.47        0.000342
detailed placement   1893            34.1      11100              5.60        0.000332
floorplan            1432               -       9880              6.88        0.000206
-- cell type report --
cell class | instances | area, um2
Fill cell | 3488 | 21400
Inverter | 95 | 357
Multi-Input combinational cell | 1225 | 8950
Tap cell | 442 | 553
Timing Repair Buffer | 131 | 1220
-- path summary, 6_finish.rpt --
kind	slack [ns]	cells past startpoint	to
setup / recovery	5.47	14	alu_result[31]
hold / removal	7.92	5	alu_result[1]
-- logic make-up (layout without fill, tap and decap cells) --
| logic type | after synthesis | in the layout |
|---|---|---|
| simple gates | 439 | 439 |
| xor+xnor | 23 | 23 |
| fa+ha+maj | 105 | 105 |
| compound gates | 561 | 561 |
| buf+inv | 207 | 226 |
| mux | 97 | 97 |
-- power by group --
part	switching, W	internal (W)	leakage [nW]
sequential	0	0	0
combinational	0.000210	0.000133	4.34
clock	0	0	0
total	0.000210	0.000133	4.34
-- metal layers --
| layer | vias up | wire (um) | global-route usage (%) |
|---|---|---|---|
| met5 | - | 11 | 0 |
| met4 | 2 | 1950 | 10.0 |
| met3 | 99 | 4660 | 5.49 |
| met2 | 707 | 21800 | 45.4 |
| met1 | 5857 | 22400 | 44.6 |
| li1 | 5494 | - | - |
-- placed cells by master (no fill, tap or decap), types with 7 or more instances in the layout --
master	Yosys	layout
mux4_2	38	38
o21ai_1	8	8
a21o_1	20	20
nand4_1	18	18
or3_1	7	7
a311oi_1	7	7
or2_2	9	9
a22o_1	7	7
a221oi_1	30	30
nor2b_1	10	10
a211o_1	10	10
buf_4	3	29
nor2_1	127	126
and3_1	12	12
a221o_1	9	9
o31ai_1	10	10
o22ai_1	25	25
nand2_1	150	150
o221ai_1	20	20
o21bai_1	13	13
a22oi_1	17	17
nor4_1	8	8
mux2_2	12	12
o2111ai_1	13	13
mux2i_1	46	46
o21ai_0	110	110
ha_1	103	103
a31oi_1	14	14
clkdlybuf4s50_1	0	98
inv_1	92	92
xnor2_1	23	23
o211ai_1	22	22
nor3_1	32	32
a21oi_1	120	119
nand2b_1	13	13
nand3_1	25	25
a211oi_1	32	32
No activity file was given, so power comes from the tool's default toggle rates.
